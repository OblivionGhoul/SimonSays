$ cat flow/run.sh
#!/bin/bash
# OpenROAD 26Q1-2900-gdf79404cd8, Yosys 0.63+post, stock flow scripts
make -C /OpenROAD-flow-scripts/flow DESIGN_CONFIG=/design/flow/config.mk WORK_HOME=/design/flow/orfs finish
$ cat flow/config.mk
export PLATFORM = sky130hd
export DESIGN_NAME = memory_fsm
export DESIGN_NICKNAME = memory_fsm
export VERILOG_FILES = /design/flow/design.v
export SDC_FILE = /design/flow/constraint.sdc
export NUM_CORES = 4
export LEC_CHECK = 1
export CORE_AREA = 10 10 77 77
export DIE_AREA = 0 0 87 87
$ cat flow/constraint.sdc
current_design memory_fsm

set clk_period 1.7
set clk_io_pct 0.2

create_clock -name clk0 -period $clk_period [get_ports {clk}]

set non_clock_inputs [all_inputs -no_clocks]
set_input_delay [expr $clk_period * $clk_io_pct] -clock clk0 $non_clock_inputs
set_output_delay [expr $clk_period * $clk_io_pct] -clock clk0 [all_outputs]
$ cat flow/design.v
module memory_fsm(
		input logic clk, button, reset, mode,  
		output logic fifo_full, fifo_empty,
		output logic [4:0]r_ptr,
		output logic [4:0]w_ptr,
		output logic w_en, r_en
	); 
	logic [4:0]temp_r = 5'b00000;
	logic [4:0]temp_w = 5'b00000;
	logic tw_en = 1'b0;
	logic tr_en = 1'b0;
	typedef enum logic [1:0] {idle, read, write} statetype;
	statetype presentState = idle, nextState;
	always_ff @(posedge clk)
	begin
		presentState <= nextState;
	end
	always_comb
	begin
		case(presentState)
			idle: 
				if((mode == 1'b0)&&(fifo_empty == 1'b0)&&(button == 1'b1))
					nextState <= read;
				else if((mode == 1'b1)&&(fifo_full == 1'b0)&&(button == 1'b1))
					nextState <= write;
				else
					nextState <= idle;
			read:
					nextState <= idle;
			write:
					nextState <= idle;
			default:
					nextState <= idle;
		endcase
	end
	always_ff @(posedge clk)
	begin
		if(reset == 1'b1) begin
			temp_r <= 5'b00000;
			temp_w <= 5'b00000;
		end
		else
			case(presentState)
				idle: begin
					temp_r <= temp_r;
					temp_w <= temp_w;
					tw_en <= 1'b0;
					tr_en <= 1'b0;
				end
				read: begin
					temp_r <= temp_r + 5'b00001;
					tw_en <= 1'b0;
					tr_en <= 1'b1;
				end 
				write: begin
					temp_w <= temp_w + 5'b00001;
					tw_en <= 1'b1;
					tr_en <= 1'b0;
				end
				default: begin
					temp_r <= temp_r;
					temp_w <= temp_w;
					tw_en <= tw_en;
					tr_en <= tr_en;
				end
			endcase
	end
	always_comb 
	begin
		r_ptr <= temp_r;
		w_ptr <= temp_w;
		r_en <= tr_en;
		w_en <= tw_en;
		fifo_empty <= (r_ptr == w_ptr);
		fifo_full <= ((r_ptr[4] != w_ptr[4]) && (r_ptr[3:0] == w_ptr[3:0]));
	end
endmodule
==> Slide: Implementation Results <==
Run Summary

Place
  – Worst slack, placed: ~0.080 ns
  – Port bufs: 17
  – Dpl cells: 146
  – Placed inst area: between 900 and 1000 sq um
  – DPL Wire Length: approximately 1.3 mm
  – RePlAce Congestion: approximately 0.75

Floorplanning
  – Io pins: 18
  – Core box area: around 4400 sq um
  – Die footprint: approximately 7600 sq um
  – Row cnt: 24
  – Die Wd: slightly below 90 um
  – Fp_density: 14.6%
  – Die Y: roughly 87 um

Clock tree
  – Root buffer cell: clkbuf_8
  – Total CTS buffers: 3
  – Hold_buf cts: 0
  – Clock slew at reported path FFs: about 0.06 ns
  – Clock Sinks: 14
  – PostCTS Resize Cnt: 4
  – Clock Latency Late Sink: approximately 0.24 ns
  – CTS max path bufs: 2
  – CTS tree: done
  – CTS H-tree depth: 1
  – Post CTS Setup Buffer Count: 0

Routing
  – Diode count: 0
  – Detailed Routing Iterations Pass 1: 3
  – Met3 WL: ~240 um
  – Drt drc: 0
  – Vias per inst: between 3 and 4
  – DR WL/cell: roughly 11 um
  – Highest Signal Layer: met4
  – Post-route ant nets: 0
  – Initial drt markers: 33
  – Drt total wl: 1.58 mm
  – Vias: between 500 and 600
  – Met2 wire len: around 550 um
  – Met1 wire length: roughly 780 um

Final layout
  – Final core utilization: 22.6%
  – Most numerous logic cell after layout: clkdlybuf4s50_1
  – Layout cells sized above 1: ~15%
  – Layout area overhead: 54.4%
  – Post-route cell area: 983 sq um
  – FILL cells: roughly 450
  – Most numerous logic cells after layout: clkdlybuf4s50_1, dfxtp_1, buf_4
  – Layout Cells excl Fill: about 150

Synth
  – Top cells by area: dfxtp_1, edfxtp_1, xnor2_1, a21oi_1, nand2_1
  – Max-area cell share: between 30% and 40%
  – Synth Warn #: 1
  – Post-synth top area cell: dfxtp_1
  – Registers, synthesis: 14
  – Synth Cell Area: between 600 and 700 sq um
  – Yosys stat chip area: between 600 and 700 sq um
  – Synth Seq Share: a little under half
  – Mean cell area of the mapped netlist: 9.10 sq um
  – Post-synthesis instance total: 70
  – Unique cell types: 20
  – Number of cells in Yosys stat: around 70

Final timing
  – Worst setup margin: approximately 0.14 ns
  – Final TNS setup: 0 ns
  – Relative slew margins: around four fifths
  – Clock Skew: about 0.002 ns
  – Final setup fails: 0
  – Final hold viol count: 0
  – Fin crit period: around 1.6 ns
  – Fin Hold WS: 0.555 ns
  – Post-route clock period utilization: roughly nine tenths
  – Worst Max-Slew Pin Slew: 0.278 ns
  – Unrepaired setup endpoints after global routing: no
  – Final Max Slew Viols: 0
  – FMAX: 640 MHz

Power and ir drop
  – Clk pwr share: about two fifths
  – Switching power: roughly 0.15 mW
  – Switching fraction of total power: between 20% and 30%
  – Internal: 0.555 mW
  – VDD IR max: about 0.00032 V
  – LEAKAGE: between 0.3 and 0.4 nW
  – Seq pwr share: a little over 50%
  – Combinational power share: approximately 11%
  – Pwr/cell area: between 700 and 800 nW/um^2
  – Total power draw: 0.707 mW

GRT
  – Total GRT Usage: under 10%
  – Pin count of the biggest net entering global routing: 11
  – First-pass GRT wire length: 2.46 mm
  – Total congestion overflow: 0
  – Vias in the first global route: around 500
  – Initial antenna violation count: 0

Setup path
  – Worst setup SP type: flip-flop
  – Critical Path End Type: output port
  – Crit Path Category: reg2out
  – Critical path cell sequence: xnor2_2 -> nand4_1 -> nor2_1 -> dlygate4sd2_1
  – CP max stage cell: dfxtp_2
  – CP max FO: 2
  – CP peak stage delay: 0.33 ns
  – Worst EP arrival: approximately 1.2 ns
  – Worst EP required: roughly 1.4 ns

Status
  – Status: complete, no violations

Flow run
  – OpenROAD warning count: 25
  – Max Cap Viol: 0

Min path
  – HP Class: reg2reg
-- cells by family after synthesis --
| kind of cell | Yosys count | share of synthesized area, % |
|---|---|---|
| AND/OR/NAND/NOR | 28 | 22.6 |
| flip-flops | 14 | 47.2 |
| AND-OR/OR-AND | 13 | 10.6 |
| XOR/XNOR | 9 | 12.4 |
| buffers and inverters | 3 | 1.77 |
| adder cells (fa/ha/maj) | 2 | 3.93 |
| multiplexers | 1 | 1.57 |
-- state kept, by name, summed over array words and instances, names as in the netlist --
register,count
presentState,2
temp_r,5
temp_w,5
tr_en,1
tw_en,1
-- Yosys cell counts --
cell type and n:
nand2b_1 2, o21ai_0 4, nand2_1 7, and4_1 1
xnor2_1 6, nand3_1 2, a21oi_1 8, nand4_1 1
ha_1 2, a211oi_1 1, nand3b_1 3, xor2_1 3
edfxtp_1 2, inv_2 1, or3_1 4, mux2i_1 1
or2_1 1, dfxtp_1 12, nor2_1 7, clkbuf_1 2
-- critical path, delay by kind of cell, from the launching register on --
| family | cells | cell delay, ns |
|---|---|---|
| flops | 1 | 0.33 |
| xor+xnor | 1 | 0.18 |
| simple gates | 2 | 0.27 |
| buf+inv | 1 | 0.21 |
-- power groups by stage --
stage | combinational (mW) | clock (mW) | sequential [mW]
6_report | 0.0803 | 0.270 | 0.357
4_1_cts | 0.0825 | 0.280 | 0.357
5_1_grt | 0.0909 | 0.300 | 0.358
-- cell type report --
cell class | instances | area, sq um | area share [%]
clock buffers | 3 | 41.3 | 4.20
clock inverters | 1 | 3.75 | 0.382
inverters | 1 | 3.75 | 0.382
multi-input cells | 53 | 333 | 33.8
flip-flops and latches | 14 | 302 | 30.7
well taps | 52 | 65.1 | 6.62
repair buffers | 26 | 235 | 23.9
-- path summary, 6_finish.rpt --
path	from	end	slack (ns)	cells after the start
worst max-delay path	temp_r[1]$_SDFFE_PP0N_	fifo_empty	0.14	4
worst min-delay path	temp_w[4]$_SDFFE_PP0P_	temp_w[4]$_SDFFE_PP0P_	0.56	2
worst max register to register	temp_w[1]$_SDFFE_PP0P_	temp_w[4]$_SDFFE_PP0P_	0.37	5
worst min register to register	temp_w[4]$_SDFFE_PP0P_	temp_w[4]$_SDFFE_PP0P_	0.56	2
-- routing by layer --
layer / GRT usage (%) / vias to the layer above
li1: - / 298
met1: 5.42 / 237
met2: 5.40 / 17
met3: 3.30 / 2
met4: 0.295 / 0
met5: 0 / -
Power is estimated from default activity; no workload was simulated.
