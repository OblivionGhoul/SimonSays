## flow/design.v

```verilog
module fsm (
    input  logic        clk,
    input  logic        rst,
    input  logic [3:0]  btn,
    input  logic [1:0]  random_seq,
    output logic [3:0]  led,
    output logic        start_round,
    output logic        display_loss,
    output logic        mem_write,
    output logic [4:0]  mem_addr,
    input  logic [1:0]  mem_data
);
    typedef enum logic [2:0] {
        STATE_POWER_ON,
        STATE_INIT,
        STATE_PLAY_SEQUENCE,
        STATE_WAIT_INPUT,
        STATE_VALIDATE_INPUT,
        STATE_NEXT_ROUND,
        STATE_GAME_OVER
    } state_t;
    state_t state, next_state;
    logic [4:0] seq_length, next_seq_length;
    logic [4:0] seq_counter, next_seq_counter;
    logic [1:0] player_input;
    always_ff @(posedge clk or posedge rst) begin
        if (rst) begin
            state       <= STATE_POWER_ON;
            seq_length  <= 0;
            seq_counter <= 0;
        end else begin
            state       <= next_state;
            seq_length  <= next_seq_length;
            seq_counter <= next_seq_counter;
        end
    end
	always_comb begin
		 start_round      = 0;
		 display_loss     = 0;
		 mem_write        = 0;
		 mem_addr         = 0;
		 led              = 4'b0000;
		 next_state       = state;
		 next_seq_length  = seq_length;
		 next_seq_counter = seq_counter;
		 player_input     = 0;  
		 case (state)
			  STATE_POWER_ON: begin
					led = 4'b1111;  
					if (btn != 4'b0000) next_state = STATE_INIT;
			  end
			  STATE_INIT: begin
					mem_write       = 1;
					mem_addr        = 0;
					start_round     = 1;
					next_seq_length = 1;
					next_state      = STATE_PLAY_SEQUENCE;
			  end
			  STATE_PLAY_SEQUENCE: begin
					mem_addr = seq_counter;
					led[mem_data] = 1;  
					if (seq_counter == seq_length - 1) 
						 next_state = STATE_WAIT_INPUT;
					else 
						 next_seq_counter = seq_counter + 1;
			  end
			  STATE_WAIT_INPUT: begin
					player_input = 0;  
					if (btn != 4'b0000) begin
						 case (btn)
							  4'b0001: player_input = 0;
							  4'b0010: player_input = 1;
							  4'b0100: player_input = 2;
							  4'b1000: player_input = 3;
							  default: player_input = 0;  
						 endcase
						 next_state = STATE_VALIDATE_INPUT;
					end
			  end
			  STATE_VALIDATE_INPUT: begin
					mem_addr = seq_counter;
					if (player_input == mem_data) begin
						 if (seq_counter == seq_length - 1) 
							  next_state = STATE_NEXT_ROUND;
						 else 
							  next_seq_counter = seq_counter + 1;
					end else begin
						 next_state = STATE_GAME_OVER;
					end
			  end
			  STATE_NEXT_ROUND: begin
					mem_write        = 1;
					mem_addr         = seq_length;
					next_seq_length  = seq_length + 1;
					next_seq_counter = 0;
					next_state       = STATE_PLAY_SEQUENCE;
			  end
			  STATE_GAME_OVER: begin
					display_loss = 1;
					if (btn != 4'b0000) next_state = STATE_POWER_ON;
			  end
		 endcase
	end
endmodule
module Random (
    input  logic        clk,
    input  logic        rst,
    output logic [1:0]  random_seq
);
    logic [3:0] lfsr;  
    always_ff @(posedge clk or posedge rst) begin
        if (rst) begin
            lfsr <= 4'b1011;  
        end else begin
            lfsr <= {lfsr[2:0], lfsr[3] ^ lfsr[2]};
        end
    end
    assign random_seq = lfsr[1:0];  
endmodule
module a_assert_s_deassert(
		input logic clk,
		input logic key,
		output logic key_sync 
	);
	logic intKey;
	logic res;
	always_ff @(posedge clk or negedge key) begin
		if (!key) begin
			intKey <= 1'b0;  
			res <= 1'b0;
		end else begin
			intKey <= 1'b1;  
			res <= intKey;
		end
	end
	assign key_sync = ~res;
endmodule
 module clockdiv(input logic iclk,
						output logic oclk);
	const int HALF_OF_CLK_CYCLE_VALUE = 32'd12500000;  
	int count = 32'd0;
	logic clkstate = 1'b0;
	always_ff @(posedge iclk)
		if(count == (HALF_OF_CLK_CYCLE_VALUE-1))
		begin
			count <= 32'd0;
			clkstate <= ~clkstate;
		end else begin
			count <= count + 32'd1;
			clkstate <= clkstate;
		end
	assign oclk = clkstate;
 endmodule
module memory(
		input logic[5:0] data_In,   
		input logic[4:0] w_ptr,      
		input logic[4:0] r_ptr,      
		input logic w_en, r_en, clk,
		output logic[5:0] data_Out   
	);		
	logic [1:0] mem [29:0];   
	always_ff@(negedge clk) begin
		if (w_en)
			mem[w_ptr] <= data_In;
		if (r_en)
			data_Out <= mem[r_ptr];
	end
endmodule
module sevenSeg(
	input logic [5:0] result_data,
	output logic [6:0] high_digit_display,
	output logic [6:0] low_digit_display
);
	logic [3:0] tens_digit;
	logic [3:0] units_digit;
	always_comb begin
		tens_digit = result_data / 10;
		units_digit = result_data % 10;
		high_digit_display = 7'b1111111;
		low_digit_display = 7'b1111111;
		case (tens_digit)
			4'd0: high_digit_display = 7'b1000000; 
			4'd1: high_digit_display = 7'b1111001; 
			4'd2: high_digit_display = 7'b0100100; 
			4'd3: high_digit_display = 7'b0110000; 
			4'd4: high_digit_display = 7'b0011001; 
			4'd5: high_digit_display = 7'b0010010; 
			4'd6: high_digit_display = 7'b0000010; 
			4'd7: high_digit_display = 7'b1111000; 
			4'd8: high_digit_display = 7'b0000000; 
			4'd9: high_digit_display = 7'b0010000; 
			default: high_digit_display = 7'b1111111;
		endcase
		case (units_digit)
			4'd0: low_digit_display = 7'b1000000; 
			4'd1: low_digit_display = 7'b1111001; 
			4'd2: low_digit_display = 7'b0100100; 
			4'd3: low_digit_display = 7'b0110000; 
			4'd4: low_digit_display = 7'b0011001; 
			4'd5: low_digit_display = 7'b0010010; 
			4'd6: low_digit_display = 7'b0000010; 
			4'd7: low_digit_display = 7'b1111000; 
			4'd8: low_digit_display = 7'b0000000; 
			4'd9: low_digit_display = 7'b0010000; 
			default: low_digit_display = 7'b1111111;
		endcase
	end
endmodule
module top_level (
    input logic clk,           
    input logic reset,         
    input logic [3:0] buttons, 
    output logic [6:0] seg,    
    output logic [3:0] leds    
);
    logic slow_clk;
    logic [2:0] state;
    logic [5:0] random_sequence;
    logic [5:0] memory_out;
    logic sync_reset;
    a_assert_s_deassert a_assert_s_deassert_inst (
        .clk(clk),
        .key(reset),
        .key_sync(sync_reset)
    );
    clockdiv clk_div_inst (
        .iclk(clk),
        .oclk(slow_clk)
    );
    fsm fsm_inst (
        .clk(slow_clk),
        .rst(sync_reset),
        .btn(buttons),
        .random_seq(random_sequence[1:0]),
        .led(leds),
        .start_round(),
        .display_loss(),
        .mem_write(),
        .mem_addr(state),
        .mem_data(memory_out[1:0])
    );
    Random random_inst (
        .clk(slow_clk),
        .rst(sync_reset),
        .random_seq(random_sequence)
    );
    memory memory_inst (
        .data_In(random_sequence),
        .w_ptr(state),
        .r_ptr(state),
        .w_en(state == 3'b010),  
        .r_en(state == 3'b011),  
        .clk(slow_clk),
        .data_Out(memory_out)
    );
    sevenSeg seven_seg_inst (
        .result_data(memory_out),
        .high_digit_display(seg[6:0]),
        .low_digit_display()
    );
endmodule
```

## flow/run.sh

```bash
#!/bin/bash
# OpenROAD 26Q1-2900-gdf79404cd8, Yosys 0.63+post, stock flow scripts
make -C /OpenROAD-flow-scripts/flow DESIGN_CONFIG=/design/flow/config.mk WORK_HOME=/design/flow/orfs finish
```

## flow/constraint.sdc

```tcl
current_design top_level

set clk_period 5.4
set clk_io_pct 0.2

create_clock -name clk0 -period $clk_period [get_ports {clk}]

set non_clock_inputs [all_inputs -no_clocks]
set_input_delay [expr $clk_period * $clk_io_pct] -clock clk0 $non_clock_inputs
set_output_delay [expr $clk_period * $clk_io_pct] -clock clk0 [all_outputs]
```

## flow/config.mk

```make
export PLATFORM = sky130hd
export DESIGN_NAME = top_level
export DESIGN_NICKNAME = top_level
export VERILOG_FILES = /design/flow/design.v
export SDC_FILE = /design/flow/constraint.sdc
export NUM_CORES = 4
export LEC_CHECK = 1
export CORE_UTILIZATION = 30
```

==> flow_metrics.py <==
# Auto-generated metrics
metrics = {
    "synth": {
        "synth_cells": 309,
        "synth_area_per_cell_sq_um": 11.0,
        "ys_chip_area_sq_um": 3390,
        "edf_count": 19,
        "synth-seq-cells": 74,
        "syn-cell-area_sq_um": 3390,
        "synth-async-reset-ratio_pct": 31.1,
        "synthFlopType": "dfxtp_1",
        "synth-seq-area-share_pct": 52.9,
        "yosysWarnings": 10,
        "netlist-cell-type-count": 58,
        "ys_cells": 309,
    },
    "detailed_routing": {
        "via_per_inst": 4.54,
        "wl_um": 5380,
        "vias": 2124,
        "antenna_cells": 0,
        "first_pass_iters": 5,
        "drtAntennaViolNets": 0,
        "drt_iter0_markers": 78,
        "drc": 0,
        "wl_per_cell_um": 11.5,
    },
    "clocking": {
        "postCtsSetupRepairBufs": 0,
        "postCtsResizedCells": 0,
        "clock-root-buffer": "clkbuf_16",
        "path_clk_slew_ns": 0.06,
        "numCtsBuffers": 5,
        "ctsHoldBuffers": 0,
        "htreeDepth": 2,
        "clk_latency_ns": 0.28,
        "cts_tree": "done",
        "cts.path.max_buffers": 2,
    },
    "critical_path": {
        "max_stage_delay_ns": 0.71,
        "worstSetupPathType": "reg -> reg",
        "reg2reg_depth": 4,
        "reg2reg_slack_ns": 2.87,
        "cp_slowest_cell": "nor3_2",
        "path_cells": "ha_1, or4b_1, or3_1, nor3_2",
        "end_kind": "flop",
        "r2r-end": "clk_div_inst.clkstate$_DFFE_PN_",
        "cp_max_fo": 14,
        "worstPathRequired_ns": 5.30,
        "r2r_start": "clk_div_inst.count[0]$_SDFF_PN0_",
        "cp.arrival_ns": 2.43,
        "worstSetupStartpointType": "flop",
    },
    "worst_hold_path": {
        "worst_hold_path.num_cells": 0,
        "hold_end": "a_assert_s_deassert_inst.res$_DFF_PN0_",
        "hp-class": "reg -> reg",
        "min_from": "a_assert_s_deassert_inst.intKey$_DFF_PN0_",
    },
    "place": {
        "port_buffers": 9,
        "dp.cells": 460,
        "dpl.hpwl_um": 3820,
        "place.gp.congestion": 0.788,
    },
    "timing": {
        "drv_slew": 0,
        "worst_slew_pin_slew_ns": 0.932,
        "max-slew-margin-rel_pct": 37.6,
        "max_freq_ghz": 0.396,
        "unclocked_regs": 39,
        "fin_crit_ns": 2.53,
        "unconstrained_endpoints": 47,
        "fin_skew_ns": 0.00316,
        "hold_viol": 0,
        "tns_ns": 0,
        "setup_viol": 0,
        "period_used_pct": 46.8,
        "rsz0062_at_grt": "no",
    },
    "job": {
        "max_cap_viol_count": 0,
        "warnings": 26,
    },
    "floorplanning": {
        "rows": 38,
        "die_w_um": 108,
        "die-area_sq_um": 11700,
        "die_y_um": 108,
        "fp_util_pct": 31.0,
        "placeableCoreArea_sq_um": 10900,
        "io_pins": 17,
    },
    "finish": {
        "layout-drive-gt1-share_pct": 9.15,
        "instances_no_fill": 468,
        "fill_cells": 1087,
        "area_growth_pct": 12.1,
    },
    "grt": {
        "grt_pass1_vias": 2010,
        "grt.overflow.total": 0,
        "grt_max_degree": 25,
        "grt_pass1_wl_um": 9330,
        "antenna_found_initial": 0,
        "grt_util_all_layers_pct": 10.1,
    },
    "power_and_ir_drop": {
        "leakagePower_uw": 0.00144,
        "vdd_ir_drop_max_v": 0.000112,
        "power.density_nw_per_um2": 164,
    },
    "run_status": {
        "status": "complete, no violations",
    },
}
==> per-layer routing <==
layer | vias to the layer above | share of wire (%) | global-route usage (%)
li1 | 1099 | - | -
met1 | 983 | 51 | 15.2
met2 | 34 | 45 | 16.0
met3 | 8 | 3.4 | 1.90
met4 | 0 | 0.93 | 0.881
met5 | - | 0 | 0
==> worst max-delay path by stage <==
| stage | from | endpoint | slack, ns | cells after the start |
|---|---|---|---|---|
| 6_report | clk_div_inst.count[0]$_SDFF_PN0_ | clk_div_inst.clkstate$_DFFE_PN_ | 2.87 | 4 |
| 5_1_grt | clk_div_inst.count[0]$_SDFF_PN0_ | clk_div_inst.clkstate$_DFFE_PN_ | 2.69 | 4 |
| 4_1_cts | clk_div_inst.count[0]$_SDFF_PN0_ | clk_div_inst.clkstate$_DFFE_PN_ | 2.86 | 4 |
==> critical path: cells and delay by family, from the launching register on <==
kind	cells	cell delay [ns]
fa+ha+maj	1	0.24
flops	1	0.39
simple gates	3	1.51
==> layout by cell type, fill, tap and decap left out, types with 7 or more instances in the layout <==
cell,count
edfxtp_1,19
xor2_1,10
nand2_1,23
xnor2_1,24
nand4_1,9
inv_1,9
nand3_1,19
dfrtp_1,19
o21ai_0,7
dfxtp_1,32
clkdlybuf4s50_1,9
nor2_1,24
conb_1,22
==> logic make-up (layout without fill, tap and decap cells) <==
family	Yosys count	count (layout)	synth area share, %
AND-OR/OR-AND	36	36	8.39
XOR/XNOR	34	34	8.80
other	2	22	0.222
buffers and inverters	28	27	4.69
adder cells (fa/ha/maj)	4	4	1.48
multiplexers	7	7	3.66
AND/OR/NAND/NOR	124	124	19.8
flip-flops	74	74	52.9
==> cell usage after synthesis, types with 3 or more instances <==
cell,instances,share of area (%)
and3_1,6,1.1
inv_1,9,1.0
nand3_1,19,2.8
nand2b_1,4,0.74
edfxtp_1,19,17
a22o_1,3,0.78
dfstp_2,4,3.1
nor2b_1,6,1.1
ha_1,4,1.5
nor2_1,24,2.7
xor2_1,10,2.6
mux4_2,4,2.7
nor3_1,6,0.89
a21oi_1,3,0.44
o211ai_1,3,0.67
xnor2_1,24,6.2
nor4_1,3,0.55
nand4_1,9,1.7
dfxtp_1,32,19
a21o_1,3,0.67
buf_2,3,0.44
dfrtp_1,19,14
nand2_1,23,2.5
or3_1,6,1.1
mux2_2,3,1.0
o21ai_0,7,1.0
o31ai_1,4,0.89
clkbuf_1,3,0.33
buf_4,9,2.0
==> state kept, by name, indices dropped and copies added (netlist names), named ones only <==
signal	flops
clk_div_inst.count	32
memory_inst.mem	16
fsm_inst.state	6
fsm_inst.seq_counter	5
fsm_inst.seq_length	5
random_inst.lfsr	4
memory_inst.data_Out	2
a_assert_s_deassert_inst.intKey	1
a_assert_s_deassert_inst.res	1
clk_div_inst.clkstate	1
==> report_power, final <==
part / internal (uW) / switching, uW
Sequential: 262 / 0.189
Combinational: 3.78 / 5.75
Clock: 245 / 105
Total: 511 / 111
==> final cells by class <==
| type | count | area, sq um | area share (%) |
|---|---|---|---|
| repair buffers | 10 | 97.6 | 2.57 |
| well taps | 140 | 175 | 4.61 |
| flip-flops and latches | 74 | 1790 | 47.2 |
| clock buffers | 6 | 150 | 3.96 |
| inverters | 9 | 33.8 | 0.890 |
| clock inverters | 2 | 37.5 | 0.989 |
| multi-input cells | 227 | 1510 | 39.8 |
==> stage by stage <==
stage / utilization [%] / area [sq um] / total power, uW / worst slack, ns / hold WS [ns]
2_1_floorplan: - / 3460 / 275 / 3.34 / 0.331
3_3_place_gp: 33.0 / 3610 / 277 / 2.96 / 0.342
3_5_place_dp: 33.0 / 3610 / 278 / 2.87 / 0.346
4_1_cts: 34.7 / 3800 / 630 / 2.86 / 0.359
5_1_grt: 34.7 / 3800 / 645 / 2.69 / 0.371
6_report: 34.7 / 3800 / 623 / 2.87 / 0.356
Power figures rest on the tool's default switching activity, not on a simulated workload.
